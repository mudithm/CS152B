==> ./design.v <==
`timescale 1ns / 1ps
module addbit(
	 cin,  
	 a,  
	 b,  
	 s,  
	 cout  
    );
	 input a, b, cin;
	 output wire s, cout;
	 assign s = a ^ b ^ cin;
	 assign cout = (a & b) | (a & cin) | (b & cin);
endmodule
`timescale 1ns / 1ps
module sixteen_bit_adder(
		cin,
		a,
		b,
		overflow,
		result
    );
	 input cin;
	 input [15:0] a, b;
	 wire [14:0] carry_during;
	 wire possible_overflow;
	 output wire overflow;
	 output wire [15:0] result;
	 addbit d0(
	 .cin(cin),  
	 .a(a[0]),  
	 .b(b[0]),  
	 .s(result[0]),  
	 .cout(carry_during[0])  
    );
	 addbit d1(
	 .cin(carry_during[0]),  
	 .a(a[1]),  
	 .b(b[1]),  
	 .s(result[1]),  
	 .cout(carry_during[1])  
    );
	 addbit d2(
	 .cin(carry_during[1]),  
	 .a(a[2]),  
	 .b(b[2]),  
	 .s(result[2]),  
	 .cout(carry_during[2])  
    );
	 addbit d3(
	 .cin(carry_during[2]),  
	 .a(a[3]),  
	 .b(b[3]),  
	 .s(result[3]),  
	 .cout(carry_during[3])  
    );
	 addbit d4(
	 .cin(carry_during[3]),  
	 .a(a[4]),  
	 .b(b[4]),  
	 .s(result[4]),  
	 .cout(carry_during[4])  
    );
	  addbit d5(
	 .cin(carry_during[4]),  
	 .a(a[5]),  
	 .b(b[5]),  
	 .s(result[5]),  
	 .cout(carry_during[5])  
    );
	  addbit d6(
	 .cin(carry_during[5]),  
	 .a(a[6]),  
	 .b(b[6]),  
	 .s(result[6]),  
	 .cout(carry_during[6])  
    );
	  addbit d7(
	 .cin(carry_during[6]),  
	 .a(a[7]),  
	 .b(b[7]),  
	 .s(result[7]),  
	 .cout(carry_during[7])  
    );
	 addbit d8(
	 .cin(carry_during[7]),  
	 .a(a[8]),  
	 .b(b[8]),  
	 .s(result[8]),  
	 .cout(carry_during[8])  
    );
	 addbit d9(
	 .cin(carry_during[8]),  
	 .a(a[9]),  
	 .b(b[9]),  
	 .s(result[9]),  
	 .cout(carry_during[9])  
    );
	 addbit d10(
	 .cin(carry_during[9]),  
	 .a(a[10]),  
	 .b(b[10]),  
	 .s(result[10]),  
	 .cout(carry_during[10])  
    );
	 addbit d11(
	 .cin(carry_during[10]),  
	 .a(a[11]),  
	 .b(b[11]),  
	 .s(result[11]),  
	 .cout(carry_during[11])  
    );
	 addbit d12(
	 .cin(carry_during[11]),  
	 .a(a[12]),  
	 .b(b[12]),  
	 .s(result[12]),  
	 .cout(carry_during[12])  
    );
	 addbit d13(
	 .cin(carry_during[12]),  
	 .a(a[13]),  
	 .b(b[13]),  
	 .s(result[13]),  
	 .cout(carry_during[13])  
    );
	 addbit d14(
	 .cin(carry_during[13]),  
	 .a(a[14]),  
	 .b(b[14]),  
	 .s(result[14]),  
	 .cout(carry_during[14])  
    );
	 addbit d15(
	 .cin(carry_during[14]),  
	 .a(a[15]),  
	 .b(b[15]),  
	 .s(result[15]),  
	 .cout(possible_overflow)  
    );
	assign overflow = (result[15] & (~a[15] & ~b[15])) | (~result[15] & (a[15] & b[15]));  
endmodule
`timescale 1ns / 1ps
module sixteen_bit_alu(
	A,
	B,
	Overflow,
	Zero,
	S,
	ALUCtrl
    );
	 input [15:0] A, B;
	 input [3:0] ALUCtrl;
	 output wire Overflow, Zero;
	 output wire [15:0] S;
	 wire [15:0] sub, add, bit_or, bit_and, dec, inc, inv, arith_l, arith_r, log_l, log_r, set_on_le, negated_b;
	 wire temp;
	 wire [3:0] possible_overflow;
	 sixteen_bit_adder negation(
		.cin(0),
		.a(~B),
		.b(1),
		.overflow(temp),
		.result(negated_b)
    );
	 sixteen_bit_adder subtraction(
		.cin(0),
		.a(A),
		.b(negated_b),
		.overflow(possible_overflow[0]),
		.result(sub)
    );
	 sixteen_bit_adder addition(
		.cin(0),
		.a(A),
		.b(B),
		.overflow(possible_overflow[1]),
		.result(add)
    );
	 assign bit_or = A | B;
	 assign bit_and = A & B;
	 sixteen_bit_adder decrement(
		.cin(0),
		.a(A),
		.b(16'b1111111111111111),
		.overflow(possible_overflow[2]),
		.result(dec)
    );
	 sixteen_bit_adder increment(
		.cin(0),
		.a(A),
		.b(1),
		.overflow(possible_overflow[3]),
		.result(inc)
    );
	 assign inv = ~A;
	 assign arith_l = A <<< B;
	 assign arith_r = $signed(A) >>> B;
	 assign log_l = A << B;
	 assign log_r = {0, A >> B};
	 assign Overflow = ((A[15] ^ arith_l[15]) & (!(ALUCtrl ^ 4'b1100)))  
							| ((A[15] ^ arith_r[15]) & (!(ALUCtrl ^ 4'b1110)))  
							| ((A[15] ^ log_l[15]) & (!(ALUCtrl ^ 4'b1000)))  
							| ((A[15] ^ log_r[15]) & (!(ALUCtrl ^ 4'b1010)))  
							| (possible_overflow[0] & (!(ALUCtrl ^ 4'b0000))) 
							| (possible_overflow[1] & (!(ALUCtrl ^ 4'b0001))) 
							| (possible_overflow[2] & (!(ALUCtrl ^ 4'b0100))) 
							| (possible_overflow[3] & (!(ALUCtrl ^ 4'b0101))) ;
	 assign set_on_le = sub[15] | !(sub ^ 0);
	 twelve_input_mux ALU_results(
		.input_1(sub),
		.input_2(add),
		.input_3(bit_or),
		.input_4(bit_and),
		.input_5(dec),
		.input_6(inc),
		.input_7(inv),
		.input_8(arith_l),
		.input_9(arith_r),
		.input_10(log_l),
		.input_11(log_r),
		.input_12(set_on_le),
		.selector(ALUCtrl),
		.out(S)
    );
	 assign Zero = !(S ^ 0);
endmodule
`timescale 1ns / 1ps
module twelve_input_mux(
		input_1,
		input_2,
		input_3,
		input_4,
		input_5,
		input_6,
		input_7,
		input_8,
		input_9,
		input_10,
		input_11,
		input_12,
		selector,
		out
    );
	 input [15:0] input_1,input_2,input_3,input_4,input_5,input_6,input_7,input_8,input_9,input_10,input_11,input_12;
	 input [3:0] selector;
	 output wire [15:0] out;
	 assign out = ({16{!(selector ^ 4'b0000)}} & input_1) | 
						({16{!(selector ^ 4'b0001)}} & input_2) | 
						({16{!(selector ^ 4'b0010)}} & input_3) | 
						({16{!(selector ^ 4'b0011)}} & input_4) | 
						({16{!(selector ^ 4'b0100)}} & input_5) | 
						({16{!(selector ^ 4'b0101)}} & input_6) | 
						({16{!(selector ^ 4'b0110)}} & input_7) | 
						({16{!(selector ^ 4'b1100)}} & input_8) | 
						({16{!(selector ^ 4'b1110)}} & input_9) | 
						({16{!(selector ^ 4'b1000)}} & input_10) | 
						({16{!(selector ^ 4'b1010)}} & input_11) | 
						({16{!(selector ^ 4'b1001)}} & input_12);
endmodule
==> ./run.sh <==
#!/bin/bash
# OpenROAD 26Q1-2900-gdf79404cd8, Yosys 0.63+post, stock flow scripts
make -C /OpenROAD-flow-scripts/flow DESIGN_CONFIG=/design/flow/config.mk WORK_HOME=/design/flow/orfs finish
==> ./config.mk <==
export PLATFORM = sky130hd
export DESIGN_NAME = sixteen_bit_alu
export DESIGN_NICKNAME = sixteen_bit_alu
export VERILOG_FILES = /design/flow/design.v
export SDC_FILE = /design/flow/constraint.sdc
export NUM_CORES = 4
export LEC_CHECK = 1
export CORE_UTILIZATION = 50
==> ./constraint.sdc <==
current_design sixteen_bit_alu

set clk_period 11.3
set clk_io_pct 0.2

create_clock -name clk0 -period $clk_period

set non_clock_inputs [all_inputs -no_clocks]
set_input_delay [expr $clk_period * $clk_io_pct] -clock clk0 $non_clock_inputs
set_output_delay [expr $clk_period * $clk_io_pct] -clock clk0 [all_outputs]
==> summary.txt <==
flow finished, numbers: result of the run=complete, but fails checks, failing checks=setup timing, Cells after Synth=626, setup repair after global routing missed its margin=yes, relative slew slack=37.7%, cells in synth_stat.txt=626, initial detailed-routing violation count=479, layout filler cell count=715, CORE AREA=0.00942 mm2, cell area after technology mapping=0.00495 mm2, # IOs=54, slew of the pin with the lowest slew margin=0.931 ns, number of distinct library cell variants in the gate-level netlist after synthesis=66, Worst Hold Margin=5.26 ns, setup slack after layout=-0.703 ns, count of warning messages emitted by the tools=69, Routability Congestion=1.00, Antenna Nets Post-Route=0, Sequential Area=0 um2, Final Cycle Share=106%, dominant logic cell type in the layout=ha_1, Seq/Total Area, Yosys=0%, Cell Pwr Density=43.3 mW/mm2, iteration tally of the first detailed-router pass=5, post-synth area from yosys stat=0.00495 mm2, number of global-route vias before repair=5351, minimum period implied by the final worst setup slack=12.00 ns, Final Hold Fails=0, Syn Area/Cell=7.91 um2, combinational gate area=0.00476 mm2, global routing usage summed across all routing layers=42.8%, Die H=102 um, DRC=0, Std-Cell Rows=35, Yosys Warn Count=7, initial antenna violation count=0, HPWL Detailed=15.7 mm, layout clock buffer count=0, Worst Path Class, Setup=in -> out, type of origin of the critical path=input pin, number of diodes added for antenna fixing=0, WP data required=9.04 ns, most frequently placed logic cells in the final layout=75 x ha_1, 71 x buf_4, 56 x nor2_1, WL/cell=25.1 um, maximum vdd ir drop=0.0354 mV, final setup violation count=3, count of input and output buffers=54, global-route congestion overflow total=0, Data arrival, critical path=9.74 ns, Final Slew Violations=0, routed vias=5709, average via count per standard cell=6.89, type of destination of the critical path=output port, total wire length=20.8 mm, sequential cell count=0, overall die area=0.0103 mm2, Init Core Util=52.6%, area added between synthesis and finish=25.0%, layout cell share with drive strength beyond 1=24.7%, static leakage=2.68 nW, max frequency=0.0833 GHz, Max Fanout on Critical Path=3, Tightest Hold Check Type=in -> out, maximum number of pins on one net before global-route repair=54, total of max-cap violations=0, pre-CTS WS=-1.96 ns, global-route wire length before repair=31.5 mm, Horiz. Die Dim=102 um
[area by class of cell]
type / count / share of cell area [%]
inverters: 39 / 2.63
multi-input cells: 532 / 76.8
well taps: 129 / 2.61
repair buffers: 129 / 17.9
[critical path, stage by stage]
cell and delay [ns]:
buf_8 0.11, buf_6 0.12, inv_4 0.05, ha_4 0.19, fa_2 0.37, fa_2 0.35
fa_2 0.35, fa_2 0.35, fa_2 0.35, fa_2 0.35, fa_2 0.35, fa_2 0.35
fa_2 0.39, fa_2 0.35, fa_2 0.36, fa_2 0.37, fa_2 0.43, nor3b_4 0.16
a311oi_1 0.27, a211oi_1 0.09, or4_4 0.55, or4bb_1 0.53, or4_4 0.47, nor3_2 0.12
buf_2 0.11
[synthesized netlist by cell type, types with 4 or more instances]
master | number | area, um2
fa_1 | 28 | 561
o21ai_0 | 31 | 155
a31oi_1 | 9 | 56.3
o221ai_1 | 5 | 43.8
clkinv_1 | 4 | 15.0
clkbuf_1 | 32 | 120
nor4_1 | 9 | 56.3
o22ai_1 | 20 | 125
a21oi_1 | 28 | 140
nand3_1 | 7 | 35.0
nor3_1 | 19 | 95.1
o211ai_1 | 10 | 75.1
nand2_1 | 45 | 169
or4_1 | 8 | 60.1
buf_2 | 18 | 90.1
a22oi_1 | 4 | 30.0
nand4_1 | 10 | 62.6
ha_1 | 78 | 976
mux2_2 | 13 | 146
mux2i_1 | 31 | 310
o2111ai_1 | 7 | 61.3
or3_1 | 5 | 31.3
inv_1 | 35 | 131
a221oi_1 | 6 | 52.6
nor2_1 | 56 | 210
nand2b_1 | 8 | 50.1
mux4_2 | 17 | 383
a211oi_1 | 11 | 82.6
[kinds of logic (layout without fill, tap and decap cells)]
family	after synthesis	after routing	share of synthesized area, %
buffers and inverters	94	168	7.73
xor gates and xnor gates	4	4	0.708
AOI/OAI and AO/OA	157	157	21.5
muxes	61	61	17.0
and+or+nand+nor	204	204	22.1
adders and majority gates	106	106	31.0
[stage by stage]
step | instances | instance area (um2) | power, mW | utilization (%) | setup TNS, ns
2_1_floorplan | 626 | 5070 | 0.139 | - | -0.627
4_1_cts | 823 | 6130 | 0.254 | 65.1 | -1.46
3_3_place_gp | 817 | 5970 | 0.239 | 63.4 | -7.32
3_5_place_dp | 817 | 5970 | 0.242 | 63.4 | -7.42
6_report | 829 | 6190 | 0.268 | 65.8 | -1.47
5_1_grt | 829 | 6190 | 0.287 | 65.8 | -1.91
[per-layer routing]
metal  GRT usage (%)  routed length, um  vias up
li1                -                  -     2526
met1            64.0               8810     2716
met2            60.6               8620      404
met3            12.4               2440       61
met4            13.3                885        2
met5            3.85                 45        -
[where the power goes]
part | total, mW | internal, mW | switching, mW | leakage, nW
combinational | 0.268 | 0.126 | 0.142 | 2.68
sequential | 0 | 0 | 0 | 0
clock | 0 | 0 | 0 | 0
total | 0.268 | 0.126 | 0.142 | 2.68
[path summary, 6_finish.rpt]
path | from | end | slack, ns | cells after the start
worst min-delay path | A[0] | S[0] | 5.26 | 6
worst max-delay path | B[0] | Zero | -0.70 | 25
[repair_timing]
item,CTS,global route
pin swaps,31,13
hold endpoints to repair,0,0
hold buffers,0,0
endpoints found under the setup margin,8,6
buffers inserted,6,6
gates resized,44,15
Power is estimated from default activity; no workload was simulated.
