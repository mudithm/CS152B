<file path="flow/config.mk">
export PLATFORM = sky130hd
export DESIGN_NAME = BCD_Divisibility
export DESIGN_NICKNAME = BCD_Divisibility
export VERILOG_FILES = /design/flow/design.v
export SDC_FILE = /design/flow/constraint.sdc
export NUM_CORES = 4
export LEC_CHECK = 1
export CORE_AREA = 10 10 70 70
export DIE_AREA = 0 0 80 80
</file>
<file path="flow/constraint.sdc">
current_design BCD_Divisibility

set clk_period 6.5
set clk_io_pct 0.2

create_clock -name clk0 -period $clk_period

set non_clock_inputs [all_inputs -no_clocks]
set_input_delay [expr $clk_period * $clk_io_pct] -clock clk0 $non_clock_inputs
set_output_delay [expr $clk_period * $clk_io_pct] -clock clk0 [all_outputs]
</file>
<file path="flow/design.v">
`timescale 1ns / 1ps
module BCD_Divisibility(INPUT, OUTPUT);
input wire [15:0] INPUT;
output wire OUTPUT;
wire [3:0] digit_0;
wire [3:0] digit_1;
wire [3:0] digit_2;
wire [3:0] digit_3;
assign digit_0 = INPUT[3:0];
assign digit_1 = INPUT[7:4];
assign digit_2 = INPUT[11:8];
assign digit_3 = INPUT[15:12];
wire [5:0] modulo_3;
assign modulo_3 = (digit_0 + digit_1 + digit_2 + digit_3) % 3;
assign OUTPUT = ~|(modulo_3 ^ 5'b00000);
endmodule
</file>
<file path="flow/run.sh">
#!/bin/bash
# OpenROAD 26Q1-2900-gdf79404cd8, Yosys 0.63+post, stock flow scripts
make -C /OpenROAD-flow-scripts/flow DESIGN_CONFIG=/design/flow/config.mk WORK_HOME=/design/flow/orfs finish
</file>
==> impl_metrics.csv <==
group,metric,value,unit
worst_setup_path,worst_path_most_repeated_cell,"sky130_fd_sc_hd__ha_4",
die,std_cell_rows,21,
global_routing,grt_first_pass_wirelength,4.73,mm
worst_setup_path,max_fo_critical_path,4,
timing,finalMaxSlewViolations,0,
worst_setup_path,worst_setup_path_endpoint,"OUTPUT",
layout,most_frequent_logic_cells_in_the_routed_design,"sky130_fd_sc_hd__buf_4, sky130_fd_sc_hd__inv_1, sky130_fd_sc_hd__inv_2, sky130_fd_sc_hd__o21ai_0, sky130_fd_sc_hd__ha_4",
worst_setup_path,cpLargestDelayFamily,"adder cells",
placement,place_inst,226,
layout,final_design_area_no_fill,1860,um^2
routing,post_drt_via_cell_ratio,4.67,
die,io-pin-count,17,
timing,total_of_endpoints_with_negative_setup_slack_in_the_final_report,1,
layout,sequential_cell_area,0,um^2
routing,drt.antenna.violating_nets,0,
layout,drive_gt1_share,54.8,%
worst_setup_path,setup.worst_path.start,"INPUT[9]",
worst_setup_path,critPathMaxStageDelay,0.54,ns
timing,worst_slew_pin_slew,0.584,ns
layout,synthToLayoutAreaGrowth,80.9,%
routing,remaining_drc_errors,0,
yosys,area_leaders,"sky130_fd_sc_hd__fa_1, sky130_fd_sc_hd__ha_1, sky130_fd_sc_hd__inv_1, sky130_fd_sc_hd__o21ai_0, sky130_fd_sc_hd__xnor2_1",
timing,fin_crit_sh,117,%
timing,worst_slack,-1.13,ns
clocking,postCtsHoldBufs,0,
run,cap_viol_max_count,0,
yosys,yosysCellCount,127,
power_and_ir_drop,power.static_leakage,0.844,nW
layout,seq_cells,0,
yosys,ys_area,1030,um^2
worst_setup_path,critical_path_cell_count,26,
routing,drt_wl_total,2.79,mm
power_and_ir_drop,power.ir.vdd_worst,186,uV
global_routing,largest_net_degree_at_the_start_of_global_routing,11,
yosys,postSynthAreaPerCell,8.10,um^2
yosys,yosys_warnings,0,
worst_setup_path,timing.setup.critical_path_class,"primary input to output port",
placement,dp.final_hpwl,2.20,mm
run,openroad.warnings,40,
placement,post_dp_cell_area,1600,um^2
die,die_y,80,um
timing,finalHoldViolCount,0,
yosys,netlist.area_leader.share,15.6,%
timing,tns,-1.13,ns
worst_setup_path,critical_path_source_type,"primary input",
worst_setup_path,critPathSlowestCell,"sky130_fd_sc_hd__or4_4",
die,chip_area,6400,um^2
layout,finalNonFillerCells,234,
layout,layout.area.comb,1170,um^2
layout,nClkBuffers,0,
die,die_width,80,um
worst_setup_path,critPathBufInv,6,
global_routing,grtUsageTotal,8.52,%
timing,max_clock_freq,0.131,GHz
yosys,register_area_share_after_synthesis,0,%
worst_setup_path,critical_path_required,5.20,ns
timing,slew_headroom,60.7,%
yosys,synthesis.area,1030,um^2
yosys,synth_cell_types,51,
layout,final_common_cell,"sky130_fd_sc_hd__buf_4",
outcome,status,"finished, violations left",
routing,detail_route.antenna_diodes,0,
global_routing,number_of_antenna_violations_at_the_first_check_in_global_routing,0,
min_path,hold_path_class,"primary input to output port",
yosys,syn_inst,127,
timing,whs,3.80,ns
worst_setup_path,timing.critical_path.to_type,"output port",
placement,final_weighted_congestion_of_routability_driven_global_placement,0.890,
timing,timing.final.crit_period,7.63,ns
routing,dr_total_vias,1093,
die,core_util_floorplan,30.1,%
global_routing,grt-ovfl-total,0,
layout,fillerInstances,283,
power_and_ir_drop,pwr_density_cell,609,nW/um^2
placement,port_buffer_count,17,
yosys,netlist.top_cell.by_area,"sky130_fd_sc_hd__fa_1",
die,core_outline_area,3420,um^2
routing,drt_pre_antenna_iters,2,
routing,number_of_design_rule_violations_left_by_the_first_detailed_router_iteration,35,
outcome,violations,"setup timing",
timing,rsz_0062_raised_after_global_routing,"true",
routing,routedWlPerCell,11.9,um
power_and_ir_drop,totalPowerFinal,1.13,mW
worst_setup_path,worst_ep_arrival_time,6.33,ns
global_routing,via_count_of_the_first_global_routing_pass,1038,
report_power, final:
part | leakage, nW | switching [mW] | total (mW) | internal [mW]
Clock | 0 | 0 | 0 | 0
Sequential | 0 | 0 | 0 | 0
Combinational | 0.844 | 0.514 | 1.13 | 0.619
Total | 0.844 | 0.514 | 1.13 | 0.619
repair_timing:
item	4_1_cts	5_1_grt
resized	55	16
pin swaps	29	15
setup endpoints to repair	1	1
setup buffers	4	4
routing by layer:
metal | up-vias | GRT usage [%] | wire length (um)
li1 | 574 | - | -
met1 | 516 | 12.8 | 1450
met2 | 3 | 14.1 | 1320
met3 | 0 | 0.114 | 17
met4 | 0 | 0 | 0
met5 | - | 0 | 0
Yosys cell counts, types with 2 or more instances:
library cell,instances
sky130_fd_sc_hd__o2111ai_1,2
sky130_fd_sc_hd__fa_1,8
sky130_fd_sc_hd__a22oi_1,2
sky130_fd_sc_hd__ha_1,12
sky130_fd_sc_hd__or2b_2,2
sky130_fd_sc_hd__inv_1,22
sky130_fd_sc_hd__xnor2_1,4
sky130_fd_sc_hd__nor2_1,5
sky130_fd_sc_hd__xor2_1,2
sky130_fd_sc_hd__nand2_1,7
sky130_fd_sc_hd__or3_1,3
sky130_fd_sc_hd__a211o_1,2
sky130_fd_sc_hd__o21ai_0,8
sky130_fd_sc_hd__buf_2,3
sky130_fd_sc_hd__o31ai_1,3
sky130_fd_sc_hd__nor4_1,2
sky130_fd_sc_hd__o22ai_1,2
sky130_fd_sc_hd__a21oi_1,4
sky130_fd_sc_hd__a211oi_1,2
logic make-up after synthesis:
family | count (synthesis) | share of synthesized area [%]
AND-OR/OR-AND | 38 | 27.1
adder cells (fa/ha/maj) | 20 | 30.2
AND/OR/NAND/NOR | 32 | 20.2
buffers and inverters | 28 | 12.3
XOR/XNOR | 8 | 9.12
multiplexers | 1 | 1.09
worst min path at each step:
| stage | depth (start not counted) | start | slack, ns | to |
|---|---|---|---|---|
| after CTS | 8 | INPUT[8] | 3.78 | OUTPUT |
| after global routing | 7 | INPUT[8] | 3.86 | OUTPUT |
| final | 7 | INPUT[8] | 3.80 | OUTPUT |
metrics by stage:
step / utilization, % / setup WS [ns]
final: 54.5 / -1.13
after global routing: 54.5 / -1.31
after CTS: 51.5 / -1.23
after detailed placement: 46.8 / -2.20
after global placement: 46.8 / -2.10
after floorplan: - / -1.19
tightest hold or removal path, delay by kind of cell:
family	cells	cell delay, ns
adders and majority gates	2	0.56
buffers and inverters	2	0.30
and+or+nand+nor	1	0.22
AOI/OAI and AO/OA	2	0.13
area by class of cell:
| type | count | share of cell area, % |
|---|---|---|
| well taps | 46 | 3.09 |
| multi-input cells | 99 | 62.9 |
| repair buffers | 65 | 28.2 |
| inverters | 24 | 5.78 |
Power and IR drop assume default switching activity.
